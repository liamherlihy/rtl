[/design/flow/run.sh]
#!/bin/bash
# OpenROAD 26Q1-2900-gdf79404cd8, Yosys 0.63+post, stock flow scripts
make -C /OpenROAD-flow-scripts/flow DESIGN_CONFIG=/design/flow/config.mk WORK_HOME=/design/flow/orfs finish
[/design/flow/config.mk]
export PLATFORM = sky130hd
export DESIGN_NAME = baud_rate_generator_with_offset
export DESIGN_NICKNAME = baud_rate_generator_with_offset
export VERILOG_FILES = /design/flow/design.v
export SDC_FILE = /design/flow/constraint.sdc
export NUM_CORES = 4
export LEC_CHECK = 1
export CORE_AREA = 10 10 97 97
export DIE_AREA = 0 0 107 107
[/design/flow/constraint.sdc]
current_design baud_rate_generator_with_offset

set clk_period 5.9
set clk_io_pct 0.2

create_clock -name clk0 -period $clk_period [get_ports {clk}]

set non_clock_inputs [all_inputs -no_clocks]
set_input_delay [expr $clk_period * $clk_io_pct] -clock clk0 $non_clock_inputs
set_output_delay [expr $clk_period * $clk_io_pct] -clock clk0 [all_outputs]
[/design/flow/design.v]
interface axi4_lite #(
    parameter DATA_WIDTH = 32
    ) (
    input logic aclk,        
    input logic aresetn      
    );
    localparam ADDR_WIDTH = (DATA_WIDTH == 32) ? 32 : 64;  
    localparam STRB_WIDTH = DATA_WIDTH / 8;  
    logic [ADDR_WIDTH-1:0] awaddr;   
    logic awvalid;                   
    logic awready;                   
    logic [DATA_WIDTH-1:0] wdata;    
    logic [STRB_WIDTH-1:0] wstrb;    
    logic wvalid;                    
    logic wready;                    
    logic [1:0] bresp;               
    logic bvalid;                    
    logic bready;                    
    logic [ADDR_WIDTH-1:0] araddr;   
    logic arvalid;                   
    logic arready;                   
    logic [DATA_WIDTH-1:0] rdata;    
    logic [1:0] rresp;               
    logic rvalid;                    
    logic rready;                    
    modport master(
        output awaddr, awvalid, wdata, wstrb, wvalid, bready, araddr, arvalid, rready,
        input awready, wready, bresp, bvalid, arready, rdata, rresp, rvalid, aclk, aresetn
    );
    modport slave(
        input awaddr, awvalid, wdata, wstrb, wvalid, bready, araddr, arvalid, rready, aclk, aresetn,
        output awready, wready, bresp, bvalid, arready, rdata, rresp, rvalid
    );
endinterface
module baud_rate_generator_with_offset #(
    parameter SYS_CLK_FREQ = 125000000,      
    parameter BAUD_RATE = 115200,            
    parameter ACC_WIDTH = 32,                
    parameter PHASE_OFFSET_DEG = 180         
)(
    input wire clk,                         
    input wire reset,                       
    output logic baud_tick,                  
    output logic baud_tick_offset,              
    output logic gen_clock,                  
    output logic gen_clock_offset               
);
    localparam longint PHASE_INC = (BAUD_RATE * (2**ACC_WIDTH)) / SYS_CLK_FREQ;
    localparam longint PHASE_OFFSET = ((2**ACC_WIDTH)/(360/PHASE_OFFSET_DEG));
    logic [ACC_WIDTH-1:0] phase_accumulator;
    logic [1:0] test;
    logic phase_flip;
    always_ff @(posedge clk) begin
        if (reset) begin
            phase_accumulator <= 0;
            test <= 0;
            phase_flip <= 0;
        end 
        else begin
            phase_accumulator <= phase_accumulator + PHASE_INC;
            test[0] <= phase_accumulator [31];
            test[1] <= test[0] ^ phase_accumulator[31];        
        end
    end
    always_comb begin
        baud_tick = &test;
        baud_tick_offset = test[1]&(!test[0]);
        gen_clock  = test[0];
        gen_clock_offset = !test[0];
    end
endmodule
==> job_summary.md <==
### Metrics collected by this job

| Metric | Value |
|---|---|
| Post-route setup slack | `3.415 ns` |
| CTS tree | `yes` |
| Routability cong. | `0.7519` |
| CP peak stage delay | `0.47 ns` |
| Combinational Area | `827.0 um^2` |
| Core area | `0.007292 mm^2` |
| Clock root buffer | `clkbuf_8` |
| LEAKAGE | `0.0006067 uW` |
| Num rows | `31` |
| Diode count | `0` |
| Critical Path Start | `test[0]$_SDFF_PP0_` |
| Crit-path cells | `and2_1 > clkdlybuf4s50_1` |
| Max Slew Vio Count | `0` |
| Vias in the first global route | `1049` |
| TNS Setup | `0 ns` |
| Worst relative slew slack | `64.80%` |
| Detailed Route WL | `2685 um` |
| Post-route ant nets | `0` |
| Min Tclk post-route | `2.485 ns` |
| Synth warn | `1` |
| Total gr overflow | `0` |
| Final Skew | `0.006906 ns` |
| # DRC | `0` |
| Die Wd | `107 um` |
| Cell type with the largest total area | `dfxtp_1` |
| Highest-delay cell along the critical path | `clkdlybuf4s50_1` |
| Commonest flop | `dfxtp_1` |
| Top Ports | `6` |
| Critical path endpoint category | `primary output` |
| H-tree Lvls | `2` |
| Area post-placement | `0.001704 mm^2` |
| Ys async rst share | `0%` |
| CP Max Fanout | `5` |
| Ys flops | `34` |
| Reg area | `680.7 um^2` |
| YS chip area | `0.001549 mm^2` |
| 1st-iter DRT viols | `74` |
| Clk sink count | `34` |
| Critical path arrival | `1.31 ns` |
| Startpoint types | `flip-flop` |
| Cell Type Count | `38` |
| Number of port buffers | `5` |
| Worst VDD drop | `97.25 uV` |
| Clk latency late pin | `0.28 ns` |
| Dpl cells | `279` |
| Max Root-Sink Buffers | `2` |
| Post-CTS resize count | `0` |
| Clock-pin slew on the worst setup and hold paths | `0.06 ns` |
| Largest net degree at the start of global routing | `35` |
| Final Instance Count excl. Fillers | `286` |
| Number of OpenROAD warnings | `25` |
| # Max-Cap Violations | `0` |
| Area Growth Syn to Fin | `14.94%` |
| Cells after Synth | `181` |
| Die Ht | `107 um` |
| Hold Crit Start | `phase_accumulator[29]$_SDFF_PP0_` |
| Hpwl dp | `1815 um` |
| Status | `completed` |
| DR vias/cell | `4.290` |
| Hold_buf cts | `0` |
| Tightest Pin Transition | `0.5245 ns` |
| Pre-CTS setup slack | `3.235 ns` |
| Fillers | `812` |
| First-pass GRT wire length | `4623 um` |
| Final setup viols | `0` |
| Required @ worst endpoint | `4.72 ns` |
| PD cells | `317.7 mW/mm^2` |
| CP top delay family | `buffers and inverters` |
| WL per Instance | `9.388 um` |
| Reg2reg start | `phase_accumulator[7]$_SDFF_PP0_` |
| Crit path buf inv count | `1` |
| FMAX | `0.4024 GHz` |
| Tcrit/Tclk final | `42.12%` |
| Initial antenna violation count | `0` |
| Unrepaired setup endpoints after global routing | `false` |
| Layout cell share with drive strength beyond 1 | `7.487%` |
| Seq share, synth | `43.94%` |
| Vias | `1227` |
| Final hold violation count | `0` |
| Syn Area/Cell | `8.558 um^2` |
| Starting Density | `21.24%` |
| Mapped Area | `0.001549 mm^2` |
| Postcts setup bufs | `0` |
| Top cells, area | `dfxtp_1, nor2_1, xnor2_1, a21oi_1, xor2_1` |
| Worst Setup Path Type | `flip-flop to primary output` |
| Yosys Instances | `181` |
| Initial DRT Pass Iterations | `4` |
| Worst hold path type | `flip-flop to flip-flop` |
| CTS buffer count | `5` |
| Count of library flops with an enable pin | `0` |
| Top cell area share | `43.94%` |
| GRT Util Overall | `4.680%` |
| Total die size | `0.01145 mm^2` |
| Cell area after layout | `0.001780 mm^2` |
layer usage:
layer | global-route usage [%] | routed length [um] | share of wire [%]
met1 | 6.420 | 1405 | 52
met3 | 1.273 | 157 | 5.8
met2 | 7.243 | 1057 | 39
met4 | 0.9671 | 64 | 2.4
met5 | 0 | 0 | 0
flip-flops by register name (all words and copies together), names as in the netlist:
name               flops
test                   2
phase_accumulator     32
final timing paths:
path | endpoint | slack [ns] | depth (start not counted)
worst max-delay path | baud_tick | 3.41 | 2
worst min-delay path | phase_accumulator[29]$_SDFF_PP0_ | 0.48 | 2
worst max register to register | phase_accumulator[23]$_SDFF_PP0_ | 3.99 | 5
worst min register to register | phase_accumulator[29]$_SDFF_PP0_ | 0.48 | 2
worst min-delay path, delay by kind of cell, from the launching register on:
family	cells	cell delay [ns]
flops	1	0.31
compound gates	2	0.13
layout make-up:
| class | instances | area share [%] |
|---|---|---|
| Clock buffer | 7 | 4.287 |
| Inverter | 4 | 0.8433 |
| Multi-Input combinational cell | 136 | 46.45 |
| Sequential cell | 34 | 38.23 |
| Tap cell | 99 | 6.957 |
| Timing Repair Buffer | 6 | 3.233 |
Yosys cell counts, types with 2 or more instances:
library cell	count
dfxtp_1	34
nor2_1	24
a21oi_1	14
nand2_1	13
o21ai_0	13
or3_1	10
xnor2_1	10
nand3_1	8
xor2_1	8
clkbuf_1	7
inv_1	4
nor2b_1	4
nand4_1	3
or2_2	3
and4_1	2
nor4_1	2
power by group:
| part | internal (uW) | switching (uW) | leakage (uW) | total [uW] |
|---|---|---|---|---|
| combinational | 49.2 | 56.6 | 0.000289 | 106 |
| clock | 81.1 | 77.5 | 0.0000383 | 159 |
| sequential | 259 | 42.3 | 0.000279 | 301 |
cell families after synthesis:
group / count (synthesis) / share of synthesized area [%]
buffers and inverters: 11 / 2.666
DFF: 34 / 43.94
AOI/OAI and AO/OA: 43 / 18.42
adders and majority gates: 1 / 0.8076
xor gates and xnor gates: 18 / 10.18
and+or+nand+nor: 74 / 23.99
per-stage QoR:
stage | hold WS, ns | util, % | total power [uW]
global route | 0.5323 | 24.42 | 601.6
CTS | 0.4844 | 24.42 | 571.5
floorplan | 0.4411 | - | 388.5
detailed placement | 0.4756 | 23.37 | 411.3
global placement | 0.4669 | 23.37 | 410.1
finish | 0.4792 | 24.42 | 565.6
cells in the final DEF, fill, tap and decap left out, drive strengths merged, types with 2 or more instances in the layout:
master,Yosys,final
nor2b,4,4
nand2,13,13
xnor2,10,10
nand3,8,8
or3,10,10
xor2,8,8
or2,3,3
a21oi,15,15
inv,4,4
clkdlybuf4s50,0,5
clkbuf,7,7
nor2,24,24
nand4,3,3
nor4,2,2
a2111oi,2,2
dfxtp,34,34
o21ai,14,14
and4,2,2
or4,2,2
No activity file was given, so power comes from the tool's default toggle rates.
