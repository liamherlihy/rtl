### flow/constraint.sdc
current_design pwm_driver_wrapper

set clk_period 7.2
set clk_io_pct 0.2

create_clock -name clk0 -period $clk_period [get_ports {clk}]

set non_clock_inputs [all_inputs -no_clocks]
set_input_delay [expr $clk_period * $clk_io_pct] -clock clk0 $non_clock_inputs
set_output_delay [expr $clk_period * $clk_io_pct] -clock clk0 [all_outputs]
### flow/design.v
interface axi4_lite #(
    parameter DATA_WIDTH = 32
    ) (
    input logic aclk,        
    input logic aresetn      
    );
    localparam ADDR_WIDTH = (DATA_WIDTH == 32) ? 32 : 64;  
    localparam STRB_WIDTH = DATA_WIDTH / 8;  
    logic [ADDR_WIDTH-1:0] awaddr;   
    logic awvalid;                   
    logic awready;                   
    logic [DATA_WIDTH-1:0] wdata;    
    logic [STRB_WIDTH-1:0] wstrb;    
    logic wvalid;                    
    logic wready;                    
    logic [1:0] bresp;               
    logic bvalid;                    
    logic bready;                    
    logic [ADDR_WIDTH-1:0] araddr;   
    logic arvalid;                   
    logic arready;                   
    logic [DATA_WIDTH-1:0] rdata;    
    logic [1:0] rresp;               
    logic rvalid;                    
    logic rready;                    
    modport master(
        output awaddr, awvalid, wdata, wstrb, wvalid, bready, araddr, arvalid, rready,
        input awready, wready, bresp, bvalid, arready, rdata, rresp, rvalid, aclk, aresetn
    );
    modport slave(
        input awaddr, awvalid, wdata, wstrb, wvalid, bready, araddr, arvalid, rready, aclk, aresetn,
        output awready, wready, bresp, bvalid, arready, rdata, rresp, rvalid
    );
endinterface
module pwm_driver #(
    parameter PWM_SIZE = 32
) (
    input logic clk,
    input logic rst,
    input logic [PWM_SIZE-1:0]pwm_period,
    input logic [PWM_SIZE-1:0]pwm_duty,
    output logic pwm_out
);
logic [PWM_SIZE-1:0] period_counter;
logic [PWM_SIZE-1:0] duty_counter;
logic done = 0;
logic out = 0;
always @( posedge clk ) begin : PWM
    if (rst | done) begin    
        {done,period_counter} <= pwm_period-1;
        {out, duty_counter} <= pwm_duty-1;
    end     
    else begin
        if (out|done) begin
            duty_counter <= duty_counter-1;
        end      
        else begin
            {out, duty_counter} <= duty_counter-1;  
        end           
       period_counter <= period_counter-1;
       done <= ~(|(period_counter-1));
    end
end
assign pwm_out = rst ? 1'b0 : ~out;
endmodule
module pwm_driver_wrapper #(
    parameter PWM_SIZE = 32   
)(
    input wire clk,
    input wire rst,
    input wire [PWM_SIZE-1:0] pwm_period,
    input wire [PWM_SIZE-1:0] pwm_duty,
    output wire pwm_out
);
    pwm_driver #(
        .PWM_SIZE(PWM_SIZE)
    ) pwm_driver_inst (
        .clk(clk),
        .rst(rst),
        .pwm_period(pwm_period),
        .pwm_duty(pwm_duty),
        .pwm_out(pwm_out)
    );
endmodule
### flow/run.sh
#!/bin/bash
# OpenROAD 26Q1-2900-gdf79404cd8, Yosys 0.63+post, stock flow scripts
make -C /OpenROAD-flow-scripts/flow DESIGN_CONFIG=/design/flow/config.mk WORK_HOME=/design/flow/orfs finish
### flow/config.mk
export PLATFORM = sky130hd
export DESIGN_NAME = pwm_driver_wrapper
export DESIGN_NICKNAME = pwm_driver_wrapper
export VERILOG_FILES = /design/flow/design.v
export SDC_FILE = /design/flow/constraint.sdc
export NUM_CORES = 4
export LEC_CHECK = 1
export CORE_UTILIZATION = 50
==> flow_metrics.py <==
# Generated from Yosys and OpenROAD reports
metrics = {
    "final_timing": {
        "relSlewSlack": 0.497,
        "tns_ps": 0,
        "tightestPinTransition_ps": 749,
        "hold_ws_ps": 496,
        "finalSetupViolCount": 0,
        "rsz0062_at_grt": "no",
        "finalClockPeriodUsage": 0.549,
        "report.final.slew_viol_count": 0,
        "clock_skew_ps": 9.88,
        "hold_violations": 0,
        "clock.fmax_mhz": 253,
        "finalWorstPathRequiredPeriod_ps": 3960,
    },
    "power_and_ir_drop": {
        "p_seq_frac": 0.500,
        "swShare": 0.287,
        "p_leak_nw": 1.82,
        "clockPowerShare": 0.300,
        "powerDensity_nw_per_um2": 171,
        "combinationalPowerShare": 0.200,
        "p_sw_w": 0.000256,
        "p_int_w": 0.000638,
        "peakVddDrop_mv": 0.0812,
    },
    "placement": {
        "gp_congestion": 0.855,
        "numPortBuffers": 66,
        "post-place-cells": 703,
        "dp.final_hpwl_um": 7050,
    },
    "worst_setup_path": {
        "arrival_ps": 4100,
        "end_kind": "register",
        "worst-path-buf-inv": 2,
        "required_ps": 7340,
        "r2r_cells": 6,
        "r2r-end": "pwm_driver_inst.done",
        "critPathMaxStageDelay_ps": 620,
        "path_delay_family": "simple AND/OR/NAND/NOR gates",
        "rrSetupSlack_ps": 4410,
        "cp_slowest_cell": "or4_1",
        "startpoint_type": "primary input",
        "r2r_start": "pwm_driver_inst.period_counter[7]",
        "critPathKind": "primary input to register",
        "worstPathMaxFanout": 7,
        "cp_cell_sequence": "clkdlybuf4s50_1 -> inv_1 -> ha_1 -> or4b_1 -> nand4b_1 -> or4_1 -> o41ai_1",
        "cp-startpoint": "pwm_duty[0]",
    },
    "cts": {
        "htree_levels": 3,
        "cts.sinks": 66,
        "path_clk_slew_ps": 70,
        "clk_latency_ps": 340,
        "post_cts_resize_count": 0,
        "root_buffer": "clkbuf_8",
        "postCtsHoldBufs": 0,
        "cts.path.max_buffers": 2,
        "cts_setup_buffers": 0,
        "cts_tree": "done",
        "cts_buffers": 9,
    },
    "final_layout": {
        "area_growth_pct": 21.2,
        "fill_cells": 716,
        "layoutNonFillerInstCount": 719,
        "ff_latch_area_um2": 1330,
        "comb_area_um2": 2880,
        "drive_above_1_share": 0.0456,
    },
    "synth": {
        "yosys_area_um2": 4320,
        "yosys-top-cells-count": "dfxtp_1, nor2_1, xnor2_1",
        "yosys_warnings": 1,
        "top_cell_area_share": 0.301,
        "ys_cells": 545,
        "synth_top_cell_by_area": "dfxtp_1",
        "syn_area_um2": 4320,
        "ys_async_sr_fraction": 0,
        "synth_cells": 545,
        "yosysMostFrequentCell": "dfxtp_1",
        "yosys.stat.seqShare": 0.308,
        "yosys_register_bits": 66,
        "synth.avg_cell_area_um2": 7.93,
        "ff_type": "dfxtp_1",
        "synth.distinct_cells": 44,
        "top_cells_by_area": "dfxtp_1, xnor2_1, xor2_1, nor3_1, nor2_1",
        "edf_count": 1,
    },
    "global_routing": {
        "gr-total-overflow": 0,
        "use_met3": 0.0498,
        "busiest_layer": "met2",
        "first_global_vias": 3646,
        "grt_max_degree": 62,
        "gr-usage-all-layers": 0.232,
        "grt_use_met2": 0.372,
        "use_met1": 0.337,
        "antenna_found_initial": 0,
        "grt_pass1_wl_um": 16300,
    },
    "routing": {
        "drc": 0,
        "wirelength_um": 9500,
        "diodes": 0,
        "num_vias": 3971,
        "wl_per_cell_um": 13.2,
        "first_iter_violations": 97,
        "ant_nets": 0,
        "dr.pass1.iters": 4,
        "vias_per_cell": 5.52,
    },
    "die": {
        "dieArea_um2": 9020,
        "io_pins": 67,
        "rows": 33,
        "die_x_um": 95.0,
        "die_h_um": 95.0,
        "fp.coreArea_um2": 8300,
        "initial_utilization": 0.521,
    },
    "outcome": {
        "outcome": "finished clean",
    },
    "min_path": {
        "hold_end": "pwm_driver_inst.duty_counter[0]",
        "min-delay-start": "pwm_driver_inst.duty_counter[0]",
        "min_path_type": "register to register",
        "min_delay_path_depth": 1,
    },
    "run": {
        "maxCapViolations": 0,
        "tool_warnings": 27,
    },
}
## through the flow
stage | util | power, W | cell area (um^2) | worst slack [ps]
floorplan | - | 0.000554 | 4320 | 3700
global placement | 0.611 | 0.000630 | 5070 | 3020
detailed placement | 0.611 | 0.000632 | 5070 | 2920
CTS | 0.631 | 0.000902 | 5240 | 3260
global route | 0.631 | 0.000949 | 5240 | 3110
finish | 0.631 | 0.000894 | 5240 | 3240
## cell type report
type / count / area share
clock buffers: 13 / 0.0284
clock inverters: 3 / 0.00287
inverters: 8 / 0.00573
multi-input cells: 453 / 0.550
flip-flops and latches: 66 / 0.254
well taps: 105 / 0.0251
repair buffers: 71 / 0.133
## power groups by stage
stage	Combinational (W)	Clock [W]	Sequential, W
after global routing	0.000203	0.000293	0.000453
final	0.000179	0.000268	0.000447
after CTS	0.000180	0.000276	0.000447
## flip-flops by register name, summed over array words and instances (netlist names)
register,flops
pwm_driver_inst.done,1
pwm_driver_inst.duty_counter,32
pwm_driver_inst.out,1
pwm_driver_inst.period_counter,32
## kinds of logic (layout without fill, tap and decap cells)
| group | count (synthesis) | after routing | share of synthesized area |
|---|---|---|---|
| AND-OR/OR-AND | 77 | 77 | 0.104 |
| XOR/XNOR | 102 | 102 | 0.207 |
| adder cells (fa/ha/maj) | 5 | 5 | 0.0145 |
| buffers and inverters | 26 | 95 | 0.0264 |
| flip-flops | 66 | 66 | 0.308 |
| multiplexers | 12 | 12 | 0.0278 |
| AND/OR/NAND/NOR | 257 | 257 | 0.312 |
## cells in the final DEF, fill, tap and decap left out, types with 4 or more instances in the layout
cell and count:
dfxtp_1 65, xor2_1 49, mux2i_1 12, xnor2_1 53, a21oi_1 18, o31ai_1 4, nand4b_1 4, nor3b_1 4
clkdlybuf4s50_1 66, a31oi_1 7, o21ai_0 33, nor4_1 29, ha_1 5, nand2_1 50, o31a_1 4, nor2_1 52
clkbuf_8 10, or3_1 16, nand2b_1 4, nand3_1 8, nor3_1 48, inv_1 8, buf_4 5, or4_1 15
and3_1 4, nand4_1 5, nand3b_1 4
## worst max path at each step
stage,endpoint,slack [ps],cells after the start
6_report,pwm_driver_inst.out,3240,7
5_1_grt,pwm_driver_inst.period_counter[30],3110,9
4_1_cts,pwm_driver_inst.out,3260,7
## routing by layer
layer  share of wire  up-vias
li1                -     2093
met1            0.48     1777
met2            0.45       90
met3           0.056       11
met4           0.014        0
met5               0        -
Power is estimated from default activity; no workload was simulated.
