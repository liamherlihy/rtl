[./design.v]
interface axi4_lite #(
    parameter DATA_WIDTH = 32
    ) (
    input logic aclk,        
    input logic aresetn      
    );
    localparam ADDR_WIDTH = (DATA_WIDTH == 32) ? 32 : 64;  
    localparam STRB_WIDTH = DATA_WIDTH / 8;  
    logic [ADDR_WIDTH-1:0] awaddr;   
    logic awvalid;                   
    logic awready;                   
    logic [DATA_WIDTH-1:0] wdata;    
    logic [STRB_WIDTH-1:0] wstrb;    
    logic wvalid;                    
    logic wready;                    
    logic [1:0] bresp;               
    logic bvalid;                    
    logic bready;                    
    logic [ADDR_WIDTH-1:0] araddr;   
    logic arvalid;                   
    logic arready;                   
    logic [DATA_WIDTH-1:0] rdata;    
    logic [1:0] rresp;               
    logic rvalid;                    
    logic rready;                    
    modport master(
        output awaddr, awvalid, wdata, wstrb, wvalid, bready, araddr, arvalid, rready,
        input awready, wready, bresp, bvalid, arready, rdata, rresp, rvalid, aclk, aresetn
    );
    modport slave(
        input awaddr, awvalid, wdata, wstrb, wvalid, bready, araddr, arvalid, rready, aclk, aresetn,
        output awready, wready, bresp, bvalid, arready, rdata, rresp, rvalid
    );
endinterface
`timescale 1ns/1ps
module uart_rx #(
    parameter UART_SIZE = 8
)(
    input logic clk,
    input logic reset,
    input logic baud_tick,  
    output logic phase_accum_reset,  
    output logic [UART_SIZE-1:0] rx_data,
    input logic parity_enable,
    input logic parity_type,  
    output logic crc_error,
    output logic stop_error,
    input logic RX,
    output logic done
);
    typedef enum {IDLE, START, DATA, CRC, STOP} state;
    logic [UART_SIZE-1:0] data_i_buffer;  
    logic [$clog2(UART_SIZE):0] data_i_count;  
    logic parity_bit;  
    state current_state, next_state;
    always_ff @(posedge clk) begin
        if (reset) begin
            crc_error <= 0;
            stop_error <= 0;
            data_i_buffer <= 0;
            rx_data <= 0;
            data_i_count <= 0;
            phase_accum_reset <= 1;
            done <= 0;
            current_state <= IDLE;
        end
        else begin
            case (current_state)
                IDLE: begin
                    done <= 0;
                    if (!RX) begin
                        phase_accum_reset <= 0;
                        current_state <= START;
                    end
                    else begin
                        phase_accum_reset <= 1;
                        current_state <= IDLE;
                    end
                end
                START: begin
                    if (!RX && baud_tick) begin
                        current_state <= DATA; 
                    end
                    else if (RX && baud_tick) begin
                        current_state <= IDLE;
                    end
                end
                DATA: begin
                    if (data_i_count < UART_SIZE) begin
                        if (baud_tick) begin
                            data_i_buffer <= {RX,data_i_buffer[UART_SIZE-1:1]};
                            data_i_count <= data_i_count + 1;
                        end
                    end
                    else begin
                        if (parity_enable) begin
                            if (data_i_count < UART_SIZE + 1) begin
                                if (baud_tick) begin
                                    parity_bit <= RX;
                                    data_i_count <= data_i_count + 1;
                                    current_state <= CRC;
                                end
                            end
                        end                          
                        else begin
                            current_state <= STOP;
                        end
                    end
                end              
                CRC: begin
                    if (!parity_type) begin
                        crc_error <= (^data_i_buffer ^ parity_bit);
                    end
                    else begin
                        crc_error <= (^data_i_buffer & parity_bit);
                    end
                    data_i_count <= 0;
                    current_state <= STOP;
                end
                STOP: begin
                    if (baud_tick) begin
                        if (RX) begin
                            rx_data <= data_i_buffer;
                            data_i_buffer <= 0;
                            data_i_count <= 0;
                            stop_error <= 0;
                            phase_accum_reset <= 1;
                            done <= 1;
                            current_state <= IDLE;
                        end
                        else begin
                            rx_data <= 0;
                            data_i_buffer <= 0;
                            data_i_count <= 0;
                            stop_error <= 1;
                            phase_accum_reset <= 1;
                            current_state <= IDLE;
                        end
                    end
                end
                default: current_state <= IDLE;  
            endcase
        end
    end
    always_ff @(posedge clk) begin
    end
endmodule 
[./run.sh]
#!/bin/bash
# OpenROAD 26Q1-2900-gdf79404cd8, Yosys 0.63+post, stock flow scripts
make -C /OpenROAD-flow-scripts/flow DESIGN_CONFIG=/design/flow/config.mk WORK_HOME=/design/flow/orfs finish
[./config.mk]
export PLATFORM = sky130hd
export DESIGN_NAME = uart_rx
export DESIGN_NICKNAME = uart_rx
export VERILOG_FILES = /design/flow/design.v
export SDC_FILE = /design/flow/constraint.sdc
export NUM_CORES = 4
export LEC_CHECK = 1
export CORE_AREA = 10 10 105 105
export DIE_AREA = 0 0 115 115
[./constraint.sdc]
current_design uart_rx

set clk_period 3.8
set clk_io_pct 0.2

create_clock -name clk0 -period $clk_period [get_ports {clk}]

set non_clock_inputs [all_inputs -no_clocks]
set_input_delay [expr $clk_period * $clk_io_pct] -clock clk0 $non_clock_inputs
set_output_delay [expr $clk_period * $clk_io_pct] -clock clk0 [all_outputs]
==> results_slide.txt <==
Implementation Results

Detailed routing
  • DR WL met2: 1480 um
  • # DRC: 0
  • Drt first-iter violations: 115
  • Met3 WL: 100 um
  • TritonRoute pass-1 iters: 4
  • Highest routed layer: met4
  • DRT antenna net count: 0
  • Via density: 3.99
  • Drt total wl: 3170 um
  • Vias: 1140
  • Diode count: 0
  • DR WL/cell: 11.1 um
  • Post-Route M1 WL: 1500 um

STA
  • Final critical-path share of the clock period: 52.3%
  • Worst-Margin Slew: 0.520 ns
  • Fmax: 504 MHz
  • Hold_ws: 0.452 ns
  • Final tally of hold violations: 0
  • Final period demand of the worst path: 1.99 ns
  • Final setup TNS: 0 ns
  • Fin Clk Skew: 0.00469 ns
  • Relative max-transition margin: 65.2%
  • Pins Over Slew Limit: 0
  • Final setup fails: 0
  • RSZ-0062 raised after global routing: false

Synthesis
  • Seq share, synth: 45.1%
  • Flops after synth: 30
  • Ys Warns: 1
  • Post-Syn Area: 0.00135 mm2
  • Avg Inst Size Synth: 8.46 um2
  • Cells after Synth: 160
  • Post-synth EDFFs: 1
  • Yosys chip area: 0.00135 mm2
  • Distinct lib cells: 36
  • Ys async rst share: 0%
  • Commonest flop: dfxtp_1
  • Yosys stat cell total: 160

Worst setup path
  • R2R depth: 6
  • Reg2reg start: data_i_count[0]$_SDFFE_PP0P_
  • Crit path from: baud_tick
  • CP arrival: 2.14 ns
  • Max Fanout on Critical Path: 9
  • R2r setup slk: 2.28 ns
  • CP required: 3.96 ns
  • Critical Path End: data_i_count[2]$_SDFFE_PP0P_
  • Crit path kind: input pin to flop
  • Worst reg2reg path endpoint: data_i_count[2]$_SDFFE_PP0P_
  • Worst setup SP type: input pin
  • CP Capture Type: flop

Placed design
  • Detailed placer's ending HPWL: 2290 um
  • RD Place Congestion: 0.869
  • Placed cell count: 278
  • Port bufs: 17

CTS
  • Root buf cell: clkbuf_8
  • Clk buf depth: 2
  • Post-CTS Hold Buffers: 0
  • Worst-path clk slew: 0.06 ns
  • Clock sinks: 30
  • Post-CTS setup buffer count: 0
  • Cts bufs inserted: 5
  • # H-tree levels: 2
  • Latency at later pin: 0.28 ns
  • PostCTS Resize Cnt: 0
  • CTS tree: built

Floorplanning
  • Row count: 34
  • Top Ports: 18
  • Die width: 115 um
  • Die Ht: 115 um
  • Die Size: 0.0132 mm2
  • Area of the core: 0.00876 mm2
  • FP Core Util: 15.4%

Final layout
  • Final Util: 19.7%
  • Most numerous logic cells after layout: dfxtp_1, nand2_1, a21oi_1
  • Most instantiated logic cell after routing: dfxtp_1
  • Fin cells: 286
  • Area grow syn2layout: 27.3%
  • Share of cells above drive strength 1: 11.2%

Power
  • Pwr Total: 612 uW
  • Max VDD drop: 0.0995 mV
  • Pleak: 0.000540 uW
  • Pwr dens: 355 mW/mm2

Flow run
  • Max Cap Viol: 0
  • Log Warnings: 26

Global route
  • Gr ovfl total: 0
  • Maximum number of pins on one net before global-route repair: 31
  • Gr usage total: 4.82%
  • Vias in the first global route: 1044
  • First-pass GRT wire length: 5310 um
  • Antenna violations before repair: 0

Min path
  • Worst Min Path Start: rx_data[7]$_SDFFE_PP0P_
  • HP Class: flop to flop

Outcome
  • Status: completed
how the worst min path moves through the flow:
stage | endpoint | slack (ns) | cells past startpoint
5_1_grt | rx_data[2]$_SDFFE_PP0P_ | 0.47 | 2
6_report | rx_data[7]$_SDFFE_PP0P_ | 0.45 | 2
4_1_cts | rx_data[4]$_SDFFE_PP0P_ | 0.45 | 2
synth_stat cells (all sizes together) (2+ instances only):
library cell  number  area, um2
buf                5       23.8
a21oi             24        124
nor2               6       25.0
nor3               2       10.0
o21ai              7       35.0
o22ai              2       18.8
nand4              3       18.8
xnor2              7       61.3
nand2b             2       12.5
dfxtp             29        581
a2bb2oi            2       30.0
ha                 3       37.5
nor4               2       12.5
nand2             26        100
clkbuf             3       11.3
nand3             18       90.1
inv                7       26.3
metal layers:
layer  up-vias  GRT usage, %
li1        595             -
met1       517          6.46
met2        22          7.77
met3         6          1.05
met4         0          1.16
met5         -             0
worst max-delay path: stages:
cell and delay (ns):
clkdlybuf4s50_1 0.64, nand2_1 0.14, o2bb2ai_1 0.21, o311ai_2 0.29, o41ai_2 0.11
kinds of logic after synthesis:
group	after synthesis	synth area share [%]
AND-OR/OR-AND	41	20.2
AND/OR/NAND/NOR	62	21.4
multiplexers	1	0.739
XOR/XNOR	8	5.18
flip-flops	30	45.1
adder cells (fa/ha/maj)	3	2.77
buffers and inverters	15	4.53
power breakdown:
group / switching [uW] / total [uW] / internal, uW
clock: 116 / 261 / 146
sequential: 2.59 / 322 / 319
combinational: 16.8 / 28.8 / 12.0
total: 135 / 612 / 477
through the flow:
step | setup WS (ns) | cell area [um2]
finish | 1.81 | 1720
global route | 1.68 | 1720
CTS | 1.81 | 1720
detailed placement | 1.52 | 1630
global placement | 1.55 | 1630
floorplan | 2.12 | 1350
area by class of cell:
class | count | area [um2]
timing repair buffer | 18 | 178
fill | 979 | 7040
inverter | 7 | 26.3
tap | 108 | 135
multi-input combinational | 115 | 682
sequential | 30 | 611
clock inverter | 1 | 5.00
clock buffer | 7 | 86.3
registers in the layout, summed over array words and instances (netlist names):
name / flops
phase_accum_reset: 1
stop_error: 1
done: 1
rx_data: 8
current_state: 5
data_i_count: 4
parity_bit: 1
crc_error: 1
data_i_buffer: 8
No activity file was given, so power comes from the tool's default toggle rates.
